[flow/run.sh]
#!/bin/bash
# OpenROAD 26Q1-2900-gdf79404cd8, Yosys 0.63+post, stock flow scripts
make -C /OpenROAD-flow-scripts/flow DESIGN_CONFIG=/design/flow/config.mk WORK_HOME=/design/flow/orfs finish
[flow/config.mk]
export PLATFORM = sky130hd
export DESIGN_NAME = rca
export DESIGN_NICKNAME = rca
export VERILOG_FILES = /design/flow/design.v
export SDC_FILE = /design/flow/constraint.sdc
export NUM_CORES = 4
export LEC_CHECK = 1
export CORE_AREA = 10 10 70 70
export DIE_AREA = 0 0 80 80
[flow/constraint.sdc]
current_design rca

set clk_period 1.5
set clk_io_pct 0.2

create_clock -name clk0 -period $clk_period

set non_clock_inputs [all_inputs -no_clocks]
set_input_delay [expr $clk_period * $clk_io_pct] -clock clk0 $non_clock_inputs
set_output_delay [expr $clk_period * $clk_io_pct] -clock clk0 [all_outputs]
[flow/design.v]
module fulladder(
input a,b,c,
output sum,carry
);
assign sum = a^b^c;
assign carry = (a&b)|(b&c)|(a&c);
endmodule
module rca(
input [2:0]a,b,
input c,
output [2:0]sum ,
output carry 
);
wire w1,w2,w3;
fulladder fulladder1(.a(a[0]),.b(b[0]),.c(c),.sum(sum[0]),.carry(w1)         );
fulladder fulladder2(.a(a[1]),.b(b[1]),.c(w1),.sum(sum[1]),.carry(w2)        );
fulladder fulladder3(.a(a[2]),.b(b[2]),.c(w2),.sum(sum[2]),.carry(carry)     );
endmodule
==> run notes <==
Latest figures from synthesis and place and route.

The flow ran to the end, but the final reports show violations. The checks that failed: negative setup slack. The count of inserted antenna diode cells is 0. The chip area is ~6400 µm².

The type of element capturing the critical path is a primary output. The number of logic stages on the critical path including buffering is 9. After its last routability iteration, the placer logged a weighted congestion of around 0.69.

In this run the worst path has a maximum fanout of 1. Logged for this run, the post-placement worst setup slack is -1.37 ns. For this design, the CTS-stage hold fixing added 0 buffers. The post-CTS setup-driven buffer insertion count is 0.

The worst VDD IR drop from the latest analysis is between 70 and 80 µV. Averaged over all synthesized cells, the footprint is roughly 7.5 µm². The largest net degree at the start of global routing is 2.

The sequential-to-total area share from yosys stat is 0. The setup path with the least slack is of type input port to primary output. STA puts the critical path data required time at around 1.2 ns. The power report attributes to the clock group a share of 0.

The clock buffer count is 0. The number of global-route vias before repair is around 130. Total global-route track usage over all layers is 0.0114. Synthesis produced a netlist whose cell count is 16. The delay of the slowest critical-path stage is between 0.4 and 0.5 ns. The report lists the number of standard-cell rows as 21. The power report puts the net switching power at around 0.000026 W. Per STA, the endpoint of the critical path is sum[2]. The count of cell types in the netlist is 3.

Setup repair after global routing could not meet its margin everywhere. The routed wire length per instance is about 4.6 µm. In the Yosys report the total cell count is 16.

According to the I/O placement log, the pin count is 11. The area growth from synthesis to final layout is 123%. According to the Yosys statistics, the synthesized design has a chip area of around 120 µm².

The final count of hold timing violations is 0. The leakage power is approximately 0.13 nW. According to the timing report, the critical path is launched from c.

The area of placed instances is 278 µm². The most frequently used library cell after synthesis is inv_1. fa_1 takes more of the synthesized area than any other cell. The residual antenna-violating net count after detailed routing is 0. Broken down by cell family, the worst path's largest delay share belongs to adder cells. The slew at the pin closest to its max-slew limit is between 0.09 and 0.1 ns. The library cell contributing the largest single delay on the critical path is fa_1.

The wire length of the first global-routing pass is a little under 600 µm. The count of pins over their slew limit is 0. The die is roughly 80 µm tall. The share of the core filled by cells before placement is 0.0352.

The number of I/O port buffers is 11. The number of sequential storage elements is 0. Of the available clock period, the critical path in the final layout requires 1.32. Warnings reported by Yosys during synthesis add up to 0. The number of buffers and inverters on the critical path is 6. In the final layout, the share of cells above drive strength 1 is 0.500. In this run the standard cell core region covers 3420 µm².

Registers take 0 µm². Sorting the synthesized cells by area gives the leading types as fa_1 50%, inv_1 31%, buf_4 19%. The internal power consumption is ~0.000046 W. The report lists the cells along the critical path as buf_8, inv_8, fa_2, inv_2, fa_2, inv_2, fa_1, inv_1, buf_2. Ranked by instance count, the synthesized netlist is headed by 10 x inv_1, 3 x buf_4, 3 x fa_1.

After the first detailed-routing iteration, the DRC count stood at 0. The mapped netlist covers 120 µm². The number of antenna violations at the first check in global routing is 0. OpenROAD emitted warnings numbering 35.

For this run, the detailed router's first-pass iteration total came to 1. Dividing the detail-routed via count by the number of cells gives approximately 1.4. Per the detail_route report, DRC violations left total 0.

Setup violations remaining at the end of the flow were counted as 3. The share of total power dissipated in combinational logic is 1.000. The power per standard cell area is between 200 and 300 nW/µm².

STA classifies the critical path startpoint as an input port. Across all checked pins, the minimum headroom to the slew limit is 0.940. The width of the die is approximately 80 µm. After global routing the overflow that remains totals 0.

The max capacitance violation total is 0. Detailed placement ended at an HPWL of 320 µm. STA reports the tightest min-delay check as being of type input port to primary output.

The power report attributes to the sequential group a share of 0. The switching fraction of total power is 0.360. The signal arrival time at the worst endpoint is between 1.5 and 2 ns. The post-route cell area is between 200 and 300 µm². Once routing completed, OpenROAD measured the worst setup slack at -0.485 ns. The highest attainable clock frequency is between 500 and 600 MHz. The post-layout minimum cycle time is just under 2 ns.

The share of synthesized area in the top cell type comes to 0.500. Across all layers, the routed design uses between 90 and 100 vias. The detailed-route wire length is roughly 330 µm.
==> layout by cell type, fill, tap and decap left out <==
| cell type | n |
|---|---|
| buf_6 | 1 |
| buf_2 | 3 |
| inv_8 | 1 |
| clkdlybuf4s50_1 | 2 |
| dlymetal6s2s_1 | 1 |
| dlygate4sd2_1 | 3 |
| inv_1 | 5 |
| fa_2 | 2 |
| fa_1 | 1 |
| buf_8 | 1 |
| inv_2 | 4 |
==> worst min-delay path, cell delays in order <==
cell	delay (ns)
buf_8	0.10
inv_8	0.04
fa_2	0.19
inv_2	0.03
dlymetal6s2s_1	0.12
==> worst min-delay path by stage <==
stage	slack, ns	cells after the start	to	startpoint
after CTS	1.14	3	sum[1]	a[1]
after global routing	1.11	5	sum[0]	c
final	1.08	5	sum[0]	c
==> logic make-up (layout without fill, tap and decap cells) <==
| kind of cell | count (synthesis) | count (layout) | share of synthesized area |
|---|---|---|---|
| buf+inv | 13 | 21 | 0.500 |
| fa+ha+maj | 3 | 3 | 0.500 |
==> what timing repair did <==
action	CTS	global route
hold endpoints to repair	0	0
resized	24	3
endpoints found under the setup margin	4	4
pin swaps	3	1
==> area by class of cell <==
cell class | instances | area (µm²)
Fill cell | 412 | 3150
Inverter | 10 | 45.0
Multi-Input combinational cell | 3 | 65.1
Tap cell | 46 | 57.6
Timing Repair Buffer | 11 | 100
==> layer usage <==
| layer | vias up | wire, µm | GRT usage | share of wire |
|---|---|---|---|---|
| li1 | 51 | - | - | - |
| met1 | 35 | 220 | 0.0187 | 0.68 |
| met2 | 11 | 50 | 0.0120 | 0.15 |
| met3 | 0 | 54 | 0.00682 | 0.17 |
| met4 | 0 | 0 | 0 | 0 |
| met5 | - | 0 | 0 | 0 |
==> power groups by stage <==
| stage | Combinational [W] | Clock, W | Sequential, W |
|---|---|---|---|
| after CTS | 0.0000662 | 0 | 0 |
| after global routing | 0.0000868 | 0 | 0 |
| final | 0.0000719 | 0 | 0 |
==> per-stage QoR <==
| stage | utilization | setup TNS (ns) | hold WS, ns | power [W] | std cells |
|---|---|---|---|---|---|
| 4_1_cts | 0.0758 | -1.41 | 1.14 | 0.0000662 | 70 |
| 3_3_place_gp | 0.0813 | -4.40 | 1.65 | 0.0000816 | 70 |
| 2_1_floorplan | - | -0.628 | 0.808 | 0.0000398 | 16 |
| 6_report | 0.0784 | -1.19 | 1.08 | 0.0000719 | 70 |
| 3_5_place_dp | 0.0813 | -4.40 | 1.64 | 0.0000817 | 70 |
| 5_1_grt | 0.0784 | -1.36 | 1.11 | 0.0000868 | 70 |
Power and IR drop assume default switching activity.
