==> flow/config.mk <==
export PLATFORM = sky130hd
export DESIGN_NAME = cla
export DESIGN_NICKNAME = cla
export VERILOG_FILES = /design/flow/design.v
export SDC_FILE = /design/flow/constraint.sdc
export NUM_CORES = 4
export LEC_CHECK = 1
export CORE_AREA = 10 10 70 70
export DIE_AREA = 0 0 80 80
==> flow/constraint.sdc <==
current_design cla

set clk_period 5.0
set clk_io_pct 0.2

create_clock -name clk0 -period $clk_period

set non_clock_inputs [all_inputs -no_clocks]
set_input_delay [expr $clk_period * $clk_io_pct] -clock clk0 $non_clock_inputs
set_output_delay [expr $clk_period * $clk_io_pct] -clock clk0 [all_outputs]
==> flow/design.v <==
module cla(
input [3:0]a,
input[3:0]b,
input cin, 
output [3:0]sum,
output cout
);
wire [3:0] g,p;
wire [4:0]c;
assign g= a&b;
assign p = a^b;
assign c[0] = cin;
assign c[1]= g[0]  | (p[0]& cin);
assign c[2]= g [1] | (p[1] &c[1] )  ;
assign c[3]= g[2]  | (p[2]& c[2])  ;
assign c[4] = g[3] | (p[3] & c[3]); 
assign sum = p ^ c[3:0] ;
 assign cout =c[4];
endmodule
==> flow/run.sh <==
#!/bin/bash
# OpenROAD 26Q1-2900-gdf79404cd8, Yosys 0.63+post, stock flow scripts
make -C /OpenROAD-flow-scripts/flow DESIGN_CONFIG=/design/flow/config.mk WORK_HOME=/design/flow/orfs finish
==> flow_summary.yaml <==
# synthesis and place-and-route metrics
final_layout:
  area_growth_pct: 168
  seq_cell_count: 0
  nFillCells: 396
  fin_area_um2: 315
  clockBufferCount: 0
  ff_latch_area_um2: 0
  drive_gt1_frac: 0
  logic_area_um2: 80.1
timing:
  tns_ns: 0
  layout_min_cycle_time_ns: 4.46
  setup_viol: 0
  worst_slack_ns: 0.545
  finalHoldViolCount: 0
  rsz0062_at_grt: "no"
  final_max_slew_viol_count: 0
  finalClockPeriodUsage: 0.891
  worst_slew_pin_slew_ns: 0.104
  whs_ns: 3.05
  slew_headroom: 0.931
  fmax_mhz: 224
place:
  dp_hpwl_um: 437
  place_congestion: 0.782
  dp_slack_ns: 0.490
  dpl_cell_area_um2: 315
  io_buffers: 14
detailed_routing:
  dr.first_iter.drc_count: 0
  wl_per_cell_um: 5.85
  firstDrtPassIters: 1
  drc: 0
  ant_nets: 0
  antenna_cells: 0
  via_per_inst: 1.69
  vias: 125
  routed_wl_um: 433
synth:
  yosysUniqueCellTypes: 2
  syn_area_per_cell_um2: 8.40
  synthCells: 14
  area_leaders: "fa_1 (68%), inv_1 (32%)"
  yosys_warnings: 0
  synth.cells.most_frequent: "inv_1 (10), fa_1 (4)"
  yosysCellCount: 14
  top_cell_area_share: 0.681
  ys_seq_share: 0
  synth_dominant_cell_count: "inv_1"
  yosys-stat-area_um2: 118
  yosysTopAreaCell: "fa_1"
  syn_area_um2: 118
setup_path:
  cpLargestDelayFamily: "adder cells"
  startpoint_type: "primary input"
  slowest_delay_ns: 0.46
  arrival_ns: 3.46
  critPathBufInv: 6
  crit_slowest_cell: "clkdlybuf4s50_1"
  crit_path_end_kind: "output port"
  crit_fanout: 1
  crit_required_ns: 4.00
  critical_path.cell_chain: "clkdlybuf4s50_1 -> inv_1 -> fa_1 -> inv_1 -> fa_1 -> fa_1 -> inv_1 -> fa_1 -> inv_1 -> clkdlybuf4s50_1"
  crit_type: "primary input to output port"
die:
  io-pin-count: 14
  rows: 21
  core_um2: 3420
  chipWidth_um: 80
  die_h_um: 80
  die-area_um2: 6400
  fp-utilization: 0.0344
power:
  vdd_drop_max_mv: 0.0306
  power_density_nw_per_um2: 90.7
  finalPower_mw: 0.0286
  leakagePower_nw: 0.137
run_status:
  status: "finished clean"
global_routing:
  grt_pass1_wl_um: 621
  grt_pass1_vias: 132
  grtUsageTotal: 0.0125
  grt_max_degree: 2
  grt_overflow: 0
  antenna_found_initial: 0
flow_run:
  cap_violations: 0
  tool_warnings: 32
clocking:
  postCtsSetupRepairBufs: 0
  postCtsResizedCells: 0
  cts_hold_buf: 0
min_path:
  min_path_type: "primary input to output port"
-- cells in the final DEF (no fill, tap or decap) --
cell type,n
clkdlybuf4s50_1,14
fa_1,4
inv_1,10
-- per-stage QoR --
stage	cells	util
after detailed placement	74	0.0923
final	74	0.0923
after CTS	74	0.0923
after global routing	74	0.0923
after floorplan	14	-
after global placement	74	0.0923
-- kinds of logic after synthesis --
group	after synthesis	synth area share
adder cells (fa/ha/maj)	4	0.681
buffers and inverters	10	0.319
-- per-layer routing --
| layer | wire length (µm) | global-route usage | vias up |
|---|---|---|---|
| li1 | - | - | 60 |
| met1 | 197 | 0.0174 | 52 |
| met2 | 134 | 0.0169 | 13 |
| met3 | 101 | 0.00795 | 0 |
| met4 | 0 | 0 | 0 |
| met5 | 0 | 0 | - |
-- power breakdown --
group / switching, mW / internal (mW)
Combinational: 0.00796 / 0.0206
Clock: 0 / 0
Sequential: 0 / 0
-- area by class of cell --
class,instances,area share
inverters,10,0.119
multi-input cells,4,0.254
well taps,46,0.183
repair buffers,14,0.444
-- final timing paths --
path / start / cells after the start / end
setup / recovery: a[0] / 10 / sum[3]
hold / removal: b[3] / 5 / cout
Power is estimated from default activity; no workload was simulated.
