### run.sh
#!/bin/bash
# OpenROAD 26Q1-2900-gdf79404cd8, Yosys 0.63+post, stock flow scripts
make -C /OpenROAD-flow-scripts/flow DESIGN_CONFIG=/design/flow/config.mk WORK_HOME=/design/flow/orfs finish
### config.mk
export PLATFORM = sky130hd
export DESIGN_NAME = bcd
export DESIGN_NICKNAME = bcd
export VERILOG_FILES = /design/flow/design.v
export SDC_FILE = /design/flow/constraint.sdc
export NUM_CORES = 4
export LEC_CHECK = 1
export CORE_AREA = 10 10 70 70
export DIE_AREA = 0 0 80 80
### constraint.sdc
current_design bcd

set clk_period 4.7
set clk_io_pct 0.2

create_clock -name clk0 -period $clk_period

set non_clock_inputs [all_inputs -no_clocks]
set_input_delay [expr $clk_period * $clk_io_pct] -clock clk0 $non_clock_inputs
set_output_delay [expr $clk_period * $clk_io_pct] -clock clk0 [all_outputs]
### design.v
module bcd(
input [3:0]a,b,
output [3:0]sum,
output cout
);
wire [4:0]bsum;
wire consum;
wire [4:0]fsum;
assign bsum = a+b;
assign consum = bsum >9 ;
assign fsum = bsum +( consum ? 6 : 0 );
assign sum = fsum[3:0] ;
assign cout = fsum[4] ;
endmodule
==> impl_metrics.prom <==
# HELP chip_impl_metric Implementation results
# TYPE chip_impl_metric gauge
chip_impl_metric{name="mappedNetlistArea",unit="sq um"} 228
chip_impl_metric{name="routed_wirelength",unit="um"} 693
chip_impl_metric{name="yosys_warnings",unit=""} 0
chip_impl_metric{name="cp_max_fo",unit=""} 6
chip_impl_metric{name="globalplace.congestion",unit=""} 0.736
chip_impl_metric{name="ioPinCount",unit=""} 13
chip_impl_metric{name="finalHoldViolCount",unit=""} 0
chip_impl_metric{name="drt-pass1-iter-count",unit=""} 2
chip_impl_metric{name="final_min_period_over_clock_period",unit="%"} 96.4
chip_impl_metric{name="log_warnings",unit=""} 32
chip_impl_metric{name="power_leakage",unit="uW"} 0.000149
chip_impl_metric{name="synth_sequential_area_ratio",unit="%"} 0
chip_impl_metric{name="max_cap_check_violation_count",unit=""} 0
chip_impl_metric{name="track_usage",unit="%"} 2.01
chip_impl_metric{name="rows",unit=""} 21
chip_impl_info{name="crit_path_leading_delay_family",value="buffers and inverters"} 1
chip_impl_info{name="critical-path-slowest-cell",value="clkdlybuf4s50_1"} 1
chip_impl_info{name="worstSetupPathType",value="input pin to output port"} 1
chip_impl_metric{name="setup-violations-final",unit=""} 0
chip_impl_metric{name="num-clock-buffers",unit=""} 0
chip_impl_metric{name="slew_violations",unit=""} 0
chip_impl_info{name="top_cells_by_area",value="ha_1 (27%), fa_1 (8.8%), a21oi_1 (6.6%)"} 1
chip_impl_info{name="outcome",value="finished clean"} 1
chip_impl_metric{name="count_of_sequential_standard_cells",unit=""} 0
chip_impl_metric{name="vias_per_cell",unit=""} 3.05
chip_impl_info{name="worstSetupEndpointType",value="output port"} 1
chip_impl_metric{name="report.power.total",unit="uW"} 76.7
chip_impl_metric{name="tns",unit="ps"} 0
chip_impl_metric{name="die_width",unit="um"} 80
chip_impl_metric{name="synth.yosys.chip_area",unit="sq um"} 228
chip_impl_metric{name="dp_hpwl",unit="um"} 632
chip_impl_info{name="worstSetupStartpointType",value="input pin"} 1
chip_impl_metric{name="power_density",unit="nW/um^2"} 181
chip_impl_metric{name="placement.io_buffers",unit=""} 13
chip_impl_metric{name="drc",unit=""} 0
chip_impl_metric{name="final_period_minus_worst_setup_slack",unit="ps"} 4530
chip_impl_metric{name="max_slew.worst_pin.slew",unit="ps"} 421
chip_impl_metric{name="synth_compound_gate_area_share",unit="%"} 28.0
chip_impl_metric{name="wire_length_of_the_first_global_routing_pass",unit="um"} 1080
chip_impl_metric{name="yosys.area_share.simple",unit="%"} 20.9
chip_impl_metric{name="syn_inst",unit=""} 29
chip_impl_metric{name="slew-limit-headroom",unit="%"} 71.8
chip_impl_metric{name="fin_util",unit="%"} 12.4
chip_impl_info{name="top_logic_kind",value="adder cells"} 1
chip_impl_metric{name="critPathMaxStageDelay",unit="ps"} 490
chip_impl_metric{name="initial_antenna_violation_count",unit=""} 0
chip_impl_metric{name="flow.area_growth_from_synthesis",unit="%"} 86.3
chip_impl_metric{name="path_buffers",unit=""} 2
chip_impl_metric{name="layout.filler_cells",unit=""} 403
chip_impl_metric{name="fin_area",unit="sq um"} 424
chip_impl_metric{name="detailedRoute.firstIterationViolations",unit=""} 4
chip_impl_metric{name="chip_area",unit="sq um"} 6400
chip_impl_metric{name="holdBufCountCts",unit=""} 0
chip_impl_info{name="hp-class",value="input pin to output port"} 1
chip_impl_metric{name="synth_stat.cells",unit=""} 29
chip_impl_metric{name="route.antenna.diode_count",unit=""} 0
chip_impl_metric{name="die_height",unit="um"} 80
chip_impl_metric{name="num_vias",unit=""} 265
chip_impl_info{name="path_cells",value="clkdlybuf4s50_1 > ha_1 > fa_1 > xor2_1 > nand3_1 > o22ai_1 > ha_1 > a21oi_1 > o21ai_1 > clkdlybuf4s50_1"} 1
chip_impl_metric{name="synth.avg_cell_area",unit="sq um"} 7.85
chip_impl_metric{name="post_dp_cell_area",unit="sq um"} 410
chip_impl_metric{name="fraction_of_final_layout_cells_sized_beyond_drive_strength_1",unit="%"} 12.2
chip_impl_metric{name="critPathRequiredTime",unit="ps"} 3760
chip_impl_metric{name="initial_core_util",unit="%"} 6.67
chip_impl_metric{name="placed_cells",unit=""} 87
chip_impl_metric{name="ir_drop",unit="V"} 0.0000676
chip_impl_metric{name="finish.cell_count_without_fillers",unit=""} 87
chip_impl_metric{name="seq_area",unit="sq um"} 0
chip_impl_metric{name="grt.overflow.total",unit=""} 0
chip_impl_metric{name="mux_share",unit="%"} 4.95
chip_impl_metric{name="postRouteAntennaNets",unit=""} 0
chip_impl_metric{name="maximum_number_of_pins_on_one_net_before_global_route_repair",unit=""} 7
chip_impl_metric{name="crit_path_dat",unit="ps"} 3590
chip_impl_metric{name="fmax",unit="MHz"} 221
chip_impl_metric{name="synth_adder_area_share",unit="%"} 36.3
chip_impl_metric{name="first_global_vias",unit=""} 251
chip_impl_metric{name="core_region_area",unit="sq um"} 3420
chip_impl_info{name="top_area_cell",value="ha_1"} 1
chip_impl_metric{name="unique_masters_post_synth",unit=""} 20
chip_impl_metric{name="routedWlPerCell",unit="um"} 7.97
chip_impl_metric{name="top_cell_area_share",unit="%"} 27.5
chip_impl_metric{name="synth-xor-area-share",unit="%"} 7.69
cell usage after synthesis, drive strengths merged:
cell type and count:
a211oi 1, or3b 1, nor2 2, nand3 3, o22ai 1, o21ai 1, nor2b 1, o211ai 1
mux2 1, a21oi 3, a31oi 1, o21bai 1, nand2 1, buf 1, a31o 1, xor2 1
ha 5, xnor2 1, fa 1, and2 1
kinds of logic (layout without fill, tap and decap cells):
group                    count (synthesis)  count (layout)
multiplexers                             1               1
XOR/XNOR                                 2               2
adder cells (fa/ha/maj)                  6               6
buffers and inverters                    1              13
AND-OR/OR-AND                           10              10
AND/OR/NAND/NOR                          9               9
power by group:
part | internal, uW | switching [uW]
Clock | 0 | 0
Combinational | 46.9 | 29.8
Sequential | 0 | 0
cell type report:
| class | count | area [sq um] | area share (%) |
|---|---|---|---|
| Multi-Input combinational cell | 28 | 236 | 55.8 |
| Tap cell | 46 | 57.6 | 13.6 |
| Timing Repair Buffer | 13 | 130 | 30.7 |
through the flow:
| step | hold WS, ps | setup WS [ps] |
|---|---|---|
| floorplan | 1950 | 1310 |
| global placement | 2910 | 250 |
| detailed placement | 2910 | 175 |
| CTS | 2920 | 180 |
| global route | 2980 | -46.1 |
| finish | 2910 | 169 |
per-layer routing:
layer / share of wire, % / up-vias / track usage [%]
li1: - / 136 / -
met3: 12 / 0 / 0.909
met2: 27 / 13 / 1.93
met1: 61 / 116 / 3.63
met5: 0 / - / 0
met4: 0 / 0 / 0
path summary, 6_finish.rpt:
| path | startpoint | endpoint | cells past startpoint |
|---|---|---|---|
| min | b[0] | sum[0] | 3 |
| max | a[0] | sum[3] | 10 |
what timing repair did:
item                       CTS  global route
setup endpoints to repair    0             1
resized                      0             4
buffers inserted             0             0
layout by cell type, fill, tap and decap left out, drive strengths merged:
cell type       n
a211oi          1
a21oi           3
a31o            1
a31oi           1
and2            1
clkdlybuf4s50  13
fa              1
ha              5
mux2            1
nand2           1
nand3           3
nor2            2
nor2b           1
o211ai          1
o21ai           1
o21bai          1
o22ai           1
or3b            1
xnor2           1
xor2            1
Power figures rest on the tool's default switching activity, not on a simulated workload.
